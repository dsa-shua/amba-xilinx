==> design.v <==
`timescale 1ns / 1ps
module AHB_Mul(  
    input HCLK,
    input [31:0]M_AHB_0_haddr,
    input [2:0]M_AHB_0_hburst,
    input M_AHB_0_hmastlock,
    input [3:0]M_AHB_0_hprot,
    output reg [31:0]M_AHB_0_hrdata,
    output M_AHB_0_hready,
    output M_AHB_0_hresp,
    input [2:0]M_AHB_0_hsize,
    input [1:0]M_AHB_0_htrans,
    input [31:0]M_AHB_0_hwdata,
    input M_AHB_0_hwrite,
    output[3:0] led 
    );
    assign M_AHB_0_hready = 1'b1;
    assign M_AHB_0_hresp = 1'b0;
    reg [31:0] mem_A;    
    reg [31:0] mem_B;    
    reg [31:0] mem_C;    
    reg [31:0] mem_D;    
    reg [31:0] mem_E;    
    reg [31:0] mem_F;    
    reg [31:0] mem_G;    
    reg [31:0] mem_H;    
    reg[31:0] mem_I = 1;   
    reg [1:0]   w_ctrl;  
    reg [1:0]   r_ctrl;  
    reg [3:0]   w_addr;  
    reg [3:0]   r_addr;  
    assign led[3:0] = mem_A[3:0];  
    always@(posedge HCLK)
    begin 
        if(M_AHB_0_hwrite == 1'b1) 
        begin
        case(M_AHB_0_htrans)
            2'b00 :  
            begin
                w_ctrl <= 2'b00;
            end
            2'b01 :  
            begin
                w_ctrl <= 2'b01;
            end
            2'b10 :  
            begin
                w_ctrl <= 2'b10;
                w_addr <= M_AHB_0_haddr[5:2];
            end
            2'b11 :  
            begin
                w_ctrl <= 2'b11;
            end
        endcase
        end
   end
    always@(negedge HCLK)  
    begin
    case(w_ctrl)
        2'b00:  
        begin        
        end
        2'b01:  
        begin
        end
        2'b10:  
        begin
        case(w_addr)
            4'h0 : mem_A <= M_AHB_0_hwdata;
            4'h1 : mem_B <= M_AHB_0_hwdata;
            4'h2 : mem_C <= M_AHB_0_hwdata;
            4'h3 : mem_D <= M_AHB_0_hwdata;
            4'h4 : mem_E <= M_AHB_0_hwdata;
            4'h5 : mem_F <= M_AHB_0_hwdata;
            4'h6 : mem_G <= M_AHB_0_hwdata;
            4'h7 : mem_H <= M_AHB_0_hwdata;
        endcase
        end
        2'b11:  
        begin
        case(w_addr)
            4'h0 : mem_A <= M_AHB_0_hwdata;
            4'h1 : mem_B <= M_AHB_0_hwdata;
            4'h2 : mem_C <= M_AHB_0_hwdata;
            4'h3 : mem_D <= M_AHB_0_hwdata;
            4'h4 : mem_E <= M_AHB_0_hwdata;
            4'h5 : mem_F <= M_AHB_0_hwdata;
            4'h6 : mem_G <= M_AHB_0_hwdata;
            4'h7 : mem_H <= M_AHB_0_hwdata;
        endcase
        end
    endcase
    end
    always@(posedge HCLK) begin
        if (M_AHB_0_hwrite == 1'b0) begin  
            case(M_AHB_0_htrans)
                2'b00 : r_ctrl <= 2'b00; 
                2'b01 : r_ctrl <= 2'b01; 
                2'b10 : 
                    begin
                        r_ctrl <= 2'b10; 
                        r_addr <= M_AHB_0_haddr[5:2];
                    end
                2'b11 : r_ctrl <= 2'b11; 
            endcase
        end
    end
    always@(negedge HCLK) begin
        case(r_ctrl) 
        2'b00 : begin end  
        2'b01 : begin end  
        2'b10 : begin  
            case(r_addr)
                4'h0 : M_AHB_0_hrdata <= mem_A;
                4'h1 : M_AHB_0_hrdata <= mem_B;
                4'h2 : M_AHB_0_hrdata <= mem_C;
                4'h3 : M_AHB_0_hrdata <= mem_D;
                4'h4 : M_AHB_0_hrdata <= mem_E;
                4'h5 : M_AHB_0_hrdata <= mem_F;
                4'h6 : M_AHB_0_hrdata <= mem_G;
                4'h7 : M_AHB_0_hrdata <= mem_H;
                4'h8 : M_AHB_0_hrdata <= mem_I;
            endcase
        end
        2'b11 : begin 
            case(r_addr)
                4'h0 : M_AHB_0_hrdata <= mem_A;
                4'h1 : M_AHB_0_hrdata <= mem_B;
                4'h2 : M_AHB_0_hrdata <= mem_C;
                4'h3 : M_AHB_0_hrdata <= mem_D;
                4'h4 : M_AHB_0_hrdata <= mem_E;
                4'h5 : M_AHB_0_hrdata <= mem_F;
                4'h6 : M_AHB_0_hrdata <= mem_G;
                4'h7 : M_AHB_0_hrdata <= mem_H;
                4'h8 : M_AHB_0_hrdata <= mem_I;
            endcase
        end    
        endcase
    end
    always@(negedge HCLK) begin
        case(w_ctrl) 
        2'b00 : begin end  
        2'b01 : begin end  
        2'b10 : begin  
            case(w_addr)
                4'h0 : mem_I <= mem_I * M_AHB_0_hwdata;
                4'h1 : mem_I <= mem_I * M_AHB_0_hwdata;
                4'h2 : mem_I <= mem_I * M_AHB_0_hwdata;
                4'h3 : mem_I <= mem_I * M_AHB_0_hwdata;
                4'h4 : mem_I <= mem_I * M_AHB_0_hwdata;
                4'h5 : mem_I <= mem_I * M_AHB_0_hwdata;
                4'h6 : mem_I <= mem_I * M_AHB_0_hwdata;
                4'h7 : mem_I <= mem_I * M_AHB_0_hwdata;
            endcase
        end
        2'b11: begin
                case(w_addr)
                4'h0 : mem_I <= mem_I * M_AHB_0_hwdata;
                4'h1 : mem_I <= mem_I * M_AHB_0_hwdata;
                4'h2 : mem_I <= mem_I * M_AHB_0_hwdata;
                4'h3 : mem_I <= mem_I * M_AHB_0_hwdata;
                4'h4 : mem_I <= mem_I * M_AHB_0_hwdata;
                4'h5 : mem_I <= mem_I * M_AHB_0_hwdata;
                4'h6 : mem_I <= mem_I * M_AHB_0_hwdata;
                4'h7 : mem_I <= mem_I * M_AHB_0_hwdata;
            endcase
        end
        endcase
    end
endmodule
==> run.sh <==
#!/bin/bash
# OpenROAD 26Q1-2900-gdf79404cd8, Yosys 0.63+post, stock flow scripts
make -C /OpenROAD-flow-scripts/flow DESIGN_CONFIG=/design/flow/config.mk WORK_HOME=/design/flow/orfs finish
==> config.mk <==
export PLATFORM = sky130hd
export DESIGN_NAME = AHB_Mul
export DESIGN_NICKNAME = AHB_Mul
export VERILOG_FILES = /design/flow/design.v
export SDC_FILE = /design/flow/constraint.sdc
export NUM_CORES = 4
export LEC_CHECK = 1
export CORE_UTILIZATION = 40
==> constraint.sdc <==
current_design AHB_Mul

set clk_period 17.5
set clk_io_pct 0.2

create_clock -name clk0 -period $clk_period [get_ports {HCLK}]

set non_clock_inputs [all_inputs -no_clocks]
set_input_delay [expr $clk_period * $clk_io_pct] -clock clk0 $non_clock_inputs
set_output_delay [expr $clk_period * $clk_io_pct] -clock clk0 [all_outputs]
==> impl_metrics.env <==
# physical design summary
export IMPL_cts_tree="yes"
export IMPL_drt_pass1_iter_count=5
export IMPL_postRouteAntennaNets=0
export IMPL_dp_final_hpwl_um=50300
export IMPL_drtIter0Drc=802
export IMPL_report_final_slew_viol_count=0
export IMPL_synth_cell_types=49
export IMPL_cts_hold_buf=0
export IMPL_setup_viol=19
export IMPL_layout_top_cell="inv_1"
export IMPL_cp_data_required_time_ns=9.11
export IMPL_maxCapViolCount=0
export IMPL_ios=117
export IMPL_worstSetupPathType="input pin to flop"
export IMPL_routedWlPerCell_um=20.2
export IMPL_synth_area_um2=27600
export IMPL_fp_util_pct=40.8
export IMPL_warnings=387
export IMPL_gp_congestion=0.918
export IMPL_grt_total_usage_pct=24.9
export IMPL_syn_inst=2330
export IMPL_hold_path_class="flop to flop"
export IMPL_design_area_um2=34800
export IMPL_coreArea_um2=67600
export IMPL_finalClockSkew_ns=0.0613
export IMPL_ys_flops=332
export IMPL_diodes=0
export IMPL_vias_per_cell=5.02
export IMPL_holdCritStartpoint="mem_A[12]$_DFFE_NP_"
export IMPL_grt_pass1_wl_um=121000
export IMPL_path_clk_slew_ns=0.03
export IMPL_antenna_found_initial=2
export IMPL_crit_path_start="M_AHB_0_hwdata[3]"
export IMPL_grt_pass1_vias=22000
export IMPL_timing_rr_start="r_addr[3]$_DFFE_PP_"
export IMPL_num_rows=95
export IMPL_ys_chip_area_um2=27600
export IMPL_die_w_um=265
export IMPL_ys_cells=2330
export IMPL_final_cell_mix="673 x inv_1, 370 x fa_1, 332 x edfxtp_1"
export IMPL_placed_cell_area_um2=31000
export IMPL_end_kind="flop"
export IMPL_synthFlopType="edfxtp_1"
export IMPL_grt_overflow_total=0
export IMPL_cts_sinks=332
export IMPL_relSlewSlack_pct=38.8
export IMPL_status="finished with violations"
export IMPL_synthArstFlopShare_pct=0
export IMPL_violations="setup timing"
export IMPL_fin_worst_hold_slack_ns=0.609
export IMPL_cts_root_buf="clkbuf_16"
export IMPL_clockBufferDepth=3
export IMPL_port_buffers=75
export IMPL_cp_arrival_ns=9.79
export IMPL_avgSynthCellArea_um2=11.8
export IMPL_ys_seq_share_pct=36.2
export IMPL_layout_setup_ws_ns=-0.679
export IMPL_timing_hold_violations_final=0
export IMPL_drc=0
export IMPL_dieArea_um2=70000
export IMPL_yosys_warnings=1
export IMPL_worstSkewPairLatency_ns=0.62
export IMPL_worst_slew_pin_slew_ns=0.919
export IMPL_wirelength_um=76600
export IMPL_rsz0062_at_grt="yes"
export IMPL_num_vias=19100
export IMPL_worstPathMaxFanout=5
export IMPL_syn_to_final_growth_pct=26.4
export IMPL_drive_above_1_share_pct=17.8
export IMPL_grt_max_degree=55
export IMPL_h_tree_depth=2
export IMPL_cp_start_kind="input pin"
export IMPL_fp_dieH_um=265
export IMPL_post_route_util_pct=51.5
export IMPL_edf_count=332
export IMPL_cts_buffers_inserted=36
[sequential cells by signal, summed over array words and instances (netlist names), 32 cells and up, named ones only]
signal / flops
mem_C: 32
mem_D: 32
M_AHB_0_hrdata: 32
mem_E: 32
mem_A: 32
mem_B: 32
mem_F: 32
mem_I: 32
mem_H: 32
mem_G: 32
[path summary, 6_finish.rpt]
| kind | end | slack, ns | cells after the start |
|---|---|---|---|
| max | mem_I[31]$_DFFE_NP_ | -0.68 | 22 |
| min | M_AHB_0_hrdata[12]$_DFFE_NP_ | 0.61 | 2 |
| max reg2reg | M_AHB_0_hrdata[11]$_DFFE_NP_ | 6.17 | 4 |
| min reg2reg | M_AHB_0_hrdata[12]$_DFFE_NP_ | 0.61 | 2 |
[critical path, cell delays in order]
cell and delay (ns):
buf_12 0.13, buf_12 0.15, and2_4 0.14, fa_1 0.54
inv_1 0.05, fa_1 0.50, fa_1 0.44, fa_1 0.55
inv_1 0.05, fa_1 0.51, fa_1 0.45, fa_1 0.52
fa_1 0.58, ha_4 0.21, a21o_1 0.15, a21o_1 0.18
a21oi_4 0.17, a2bb2oi_4 0.15, a21oi_2 0.07, or3_1 0.34
o21a_4 0.27, xnor2_2 0.13
[what timing repair did]
| item | CTS | global route |
|---|---|---|
| resized | 168 | 123 |
| setup endpoints to repair | 21 | 21 |
| setup buffers | 40 | 17 |
| gates cloned | 12 | 2 |
| pin swaps | 90 | 122 |
[stage by stage]
stage | instances | setup WS [ns] | setup TNS (ns)
3_3_place_gp | 3353 | -1.83 | -29.29
2_1_floorplan | 2330 | -0.903 | -8.27
3_5_place_dp | 3353 | -1.84 | -29.50
6_report | 3800 | -0.679 | -7.68
5_1_grt | 3800 | -0.877 | -11.22
4_1_cts | 3787 | -0.736 | -7.14
[layout make-up]
cell class,instances,area (um^2)
Inverter,374,1400
Multi-Input combinational cell,1501,16600
Sequential cell,332,9970
Clock inverter,347,1530
Timing Repair Buffer,337,3390
Fill cell,5461,32800
Clock buffer,36,901
Tap cell,873,1090
[cell usage after synthesis (3+ instances only)]
cell / n / area (um^2)
o21a_1: 10 / 75.1
clkbuf_1: 110 / 413
a21o_1: 13 / 97.6
and3_1: 3 / 18.8
and2_1: 358 / 2240
buf_2: 3 / 15.0
buf_1: 3 / 11.3
xor2_1: 14 / 123
a211oi_1: 3 / 22.5
ha_1: 123 / 1540
edfxtp_1: 332 / 9970
o21ai_0: 16 / 80.1
a22o_1: 38 / 333
or3_1: 3 / 18.8
nand2_1: 185 / 694
nand2b_1: 10 / 62.6
fa_1: 408 / 8170
buf_4: 6 / 45.0
a41oi_1: 26 / 228
nand3_1: 3 / 15.0
a22oi_1: 52 / 390
a31oi_1: 7 / 43.8
a21oi_1: 23 / 115
xnor2_1: 70 / 613
o211ai_1: 3 / 22.5
nor2_1: 60 / 225
inv_1: 375 / 1410
nor3_1: 11 / 55.1
a221oi_1: 38 / 333
[cells by family (layout without fill, tap and decap cells)]
group                    count (synthesis)  after routing  share of synthesized area, %
AND-OR/OR-AND                          247            247                          6.90
XOR/XNOR                                84             84                          2.67
adder cells (fa/ha/maj)                531            531                          35.2
buffers and inverters                  497           1094                          6.86
flip-flops                             332            332                          36.2
other                                    2              2                        0.0272
AND/OR/NAND/NOR                        637            637                          12.2
[metal layers]
| metal | part of all wire [%] | global-route usage (%) | vias up |
|---|---|---|---|
| li1 | - | - | 8675 |
| met1 | 37 | 30.4 | 9317 |
| met2 | 45 | 35.2 | 971 |
| met3 | 16 | 19.5 | 103 |
| met4 | 2.0 | 6.19 | 4 |
| met5 | 0.025 | 0.277 | - |
